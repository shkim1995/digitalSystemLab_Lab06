File: design/flow/config.mk
export PLATFORM = sky130hd
export DESIGN_NAME = decoder
export DESIGN_NICKNAME = decoder
export VERILOG_FILES = /design/flow/design.v
export SDC_FILE = /design/flow/constraint.sdc
export NUM_CORES = 4
export LEC_CHECK = 1
export CORE_AREA = 10 10 78 78
export DIE_AREA = 0 0 88 88
File: design/flow/constraint.sdc
current_design decoder

set clk_period 2.7
set clk_io_pct 0.2

create_clock -name clk0 -period $clk_period

set non_clock_inputs [all_inputs -no_clocks]
set_input_delay [expr $clk_period * $clk_io_pct] -clock clk0 $non_clock_inputs
set_output_delay [expr $clk_period * $clk_io_pct] -clock clk0 [all_outputs]
File: design/flow/design.v
`timescale 1ns / 100ps
module decoder(
    input [15:0] instruction,
    input [4:0] flcnz,
    output reg [4:0] tri_sel,	 
	output reg register_we,		 
	output reg [5:0] alu_sel,	 
	output reg mux_sel0,		 
	output reg shift_imm,		 
	output reg mux_sel1,		 
	output reg lui,				 
	output reg jmp,
	output reg br,
	output reg memory_we,		 
	output reg imm_ex_sel		 
	);
	wire f, l, c, n, z;
	assign f = flcnz[4];
	assign l = flcnz[3];
	assign c = flcnz[2];
	assign n = flcnz[1];
	assign z = flcnz[0];
	always@( instruction, flcnz) begin
		tri_sel = 5'b00010;		
		alu_sel = 6'b000010;	
		register_we = 0;		
		jmp = 0;				
		br = 0;					
		mux_sel0 = 0;			
		shift_imm = 0;			
		mux_sel1 = 0;			
		lui = 0;				
		memory_we = 0;			
		imm_ex_sel = 0;			
		if( instruction[15:12]==4'b0000 && instruction[7:4] == 4'b0101) begin   
       		tri_sel = 5'b00010;		
       		alu_sel = 6'b100000;	
       		register_we = 1;		
			jmp = 0;
			br = 0;
       		mux_sel0 = 0;			
       		memory_we = 0;			
		end
		else if( instruction[15:12]==4'b0101) begin 
			tri_sel = 5'b00010;		
       		alu_sel = 6'b100000;	
       		register_we = 1;		
       		jmp = 0;				
       		br = 0;					
       		mux_sel0 = 1;			
       		memory_we = 0;			
			imm_ex_sel = 1;			
		end
		else if( instruction[15:12]==4'b0000 && instruction[7:4] == 4'b1001) begin  
    		tri_sel = 5'b00010;		
			alu_sel = 6'b010000;	
			register_we = 1;		
			jmp = 0;				
			br = 0;					
			mux_sel0 = 0;			
			memory_we = 0;			
   		end
		else if( instruction[15:12]==4'b1001) begin   
			tri_sel = 5'b00010;		
			alu_sel = 6'b010000;	
			register_we = 1;		
			jmp = 0;				
			br = 0;					
			mux_sel0 = 1;			
			memory_we = 0;			
			imm_ex_sel = 1;			
		end
		else if( instruction[15:12]==4'b0000 && instruction[7:4] == 4'b1011) begin 
 			tri_sel = 5'b00010;		
			alu_sel = 6'b001000;	
			register_we = 0;		
			jmp = 0;				
			br = 0;					
			mux_sel0 = 0;			
			memory_we = 0;			
    	end        
		else if( instruction[15:12]==4'b1011) begin       
			tri_sel = 5'b00010;		
			alu_sel = 6'b001000;	
			register_we = 0;		
			jmp = 0;				
			br = 0;					
			mux_sel0 = 1;			
			memory_we = 0;			
			imm_ex_sel = 1;			
   		end
		else if( instruction[15:12]==4'b0000 && instruction[7:4] == 4'b0001) begin  
			tri_sel = 5'b00010;		
			alu_sel = 6'b000100;	
			register_we = 1;		
			jmp = 0;				
			br = 0;					
			mux_sel0 = 0;			
			memory_we = 0;			
		end
		else if( instruction[15:12]==4'b0001) begin  
			tri_sel = 5'b00010;		
			alu_sel = 6'b000100;	
			register_we = 1;		
			jmp = 0;				
			br = 0;					
			mux_sel0 = 1;			
			memory_we = 0;			
			imm_ex_sel = 0;			
		end
		else if( instruction[15:12]==4'b0000 && instruction[7:4] == 4'b0010) begin  
			tri_sel = 5'b00010;		
			alu_sel = 6'b000010;	
			register_we = 1;		
			jmp = 0;				
			br = 0;					
			mux_sel0 = 0;			
			memory_we = 0;			
		end
		else if( instruction[15:12]==4'b0010) begin   
			tri_sel = 5'b00010;		
			alu_sel = 6'b000010;	
			register_we = 1;		
			jmp = 0;				
			br = 0;					
			mux_sel0 = 1;			
			memory_we = 0;			
			imm_ex_sel = 0;			
		end
		else if( instruction[15:12]==4'b0000 && instruction[7:4] == 4'b0011) begin       
			tri_sel = 5'b00010;		
			alu_sel = 6'b000001;	
			register_we = 1;		
			jmp = 0;				
			br = 0;					
			mux_sel0 = 0;			
			memory_we = 0;			
		end
		else if( instruction[15:12]==4'b0011) begin         
			tri_sel = 5'b00010;		
			alu_sel = 6'b000001;	
			register_we = 1;		
			jmp = 0;				
			br = 0;					
			mux_sel0 = 1;			
			memory_we = 0;			
			imm_ex_sel = 0;			
		end
		else if( instruction[15:12]==4'b0000 && instruction[7:4] == 4'b1101) begin       
			tri_sel = 5'b00100;		
			register_we = 1;		
			jmp = 0;				
			br = 0;					
			mux_sel0 = 0;
			memory_we = 0;			
		end
		else if( instruction[15:12]==4'b1101) begin      
			tri_sel = 5'b00100;		
			register_we = 1;		
			jmp = 0;				
			br = 0;					
			mux_sel0 = 1;			
			memory_we = 0;			
			imm_ex_sel = 0;			
		end
		else if( instruction[15:12]==4'b1000 && instruction[7:4] == 4'b0100) begin       
			tri_sel = 5'b00001;		
			register_we = 1;		
			jmp = 0;				
			br = 0;					
			mux_sel1 = 0;			
			shift_imm = 0;			
			lui = 0;				
			memory_we = 0;			
		end
		else if( instruction[15:12]==4'b1000 && instruction[7:5] == 3'b000) begin       
			tri_sel = 5'b00001;		
			register_we = 1;		
			jmp = 0;				
			br = 0;					
			mux_sel1 = 0;			
			shift_imm = 1;			
			lui = 0;				
			memory_we = 0;			
		end
		else if( instruction[15:12]==4'b1111) begin       
			tri_sel = 5'b00001;		
			register_we = 1;		
			jmp = 0;				
			br = 0;					
			mux_sel1 = 1;			
			lui = 1;				
			memory_we = 0;			
		end 
		else if( instruction[15:12]==4'b0100 && instruction[7:4] == 4'b0000) begin      
			tri_sel = 5'b10000;		
			register_we = 1;		
			jmp = 0;				
			br = 0;					
			memory_we = 0;			
		end
		else if( instruction[15:12]==4'b0100 && instruction[7:4] == 4'b0100) begin       
			tri_sel = 5'b00000;		
			register_we = 0;		
			jmp = 0;				
			br = 0;					
			memory_we = 1;			
		end        
		else if( instruction[15:12]==4'b0100 && instruction[7:4] == 4'b1000) begin       
			tri_sel = 5'b01000;		
			register_we = 1;		
			jmp = 1;				
			br = 0;					
			memory_we = 0;			
		end 
		else if( instruction[15:12]== 4'b1100) begin       
       		if      ( instruction[11:8] == 4'b0000 && z==1) br = 1;
       		else if ( instruction[11:8] == 4'b0001 && z==0) br = 1;
       		else if ( instruction[11:8] == 4'b1101 && (n==1 || z==1)) br = 1;
       		else if ( instruction[11:8] == 4'b0010 && c==1) br = 1;
       		else if ( instruction[11:8] == 4'b0011 && c==0) br = 1;
       		else if ( instruction[11:8] == 4'b0100 && l==1) br = 1;
       		else if ( instruction[11:8] == 4'b0101 && l==0) br = 1;
       		else if ( instruction[11:8] == 4'b1010 && (l==0 && z==0)) br = 1;
       		else if ( instruction[11:8] == 4'b1011 && (l==1 || z==1)) br = 1;
       		else if ( instruction[11:8] == 4'b0110 && n==1) br = 1;
       		else if ( instruction[11:8] == 4'b0111 && n==0) br = 1;
       		else if ( instruction[11:8] == 4'b1000 && f==1) br = 1;
       		else if ( instruction[11:8] == 4'b1001 && f==0) br = 1;
       		else if ( instruction[11:8] == 4'b1100 && (n==0 && z==0)) br = 1;
       		else if ( instruction[11:8] == 4'b1110) br = 1;
       		else if ( instruction[11:8] == 4'b1111) br = 0;
       		else br = 0;
       		tri_sel = 5'b00000;
       		register_we = 0;
       		jmp = 0;
       		memory_we = 0;
			mux_sel0 = 0;
			mux_sel1 = 0;
			shift_imm = 0;
			lui = 0;
			imm_ex_sel = 0;
   		end 
		else if( instruction[15:12]== 4'b0100 && instruction[7:4] == 4'b1100) begin      
			if      ( instruction[11:8] == 4'b0000 && z==1) jmp = 1;
			else if ( instruction[11:8] == 4'b0001 && z==0) jmp = 1;
			else if ( instruction[11:8] == 4'b1101 && (n==1 || z==1)) jmp = 1;
			else if ( instruction[11:8] == 4'b0010 && c==1) jmp = 1;
			else if ( instruction[11:8] == 4'b0011 && c==0) jmp = 1;
			else if ( instruction[11:8] == 4'b0100 && l==1) jmp = 1;
			else if ( instruction[11:8] == 4'b0101 && l==0) jmp = 1;
			else if ( instruction[11:8] == 4'b1010 && (l==0 && z==0)) jmp = 1;
			else if ( instruction[11:8] == 4'b1011 && (l==1 || z==1)) jmp = 1;
			else if ( instruction[11:8] == 4'b0110 && n==1) jmp = 1;
			else if ( instruction[11:8] == 4'b0111 && n==0) jmp = 1;
			else if ( instruction[11:8] == 4'b1000 && f==1) jmp = 1;
			else if ( instruction[11:8] == 4'b1001 && f==0) jmp = 1;
			else if ( instruction[11:8] == 4'b1100 && (n==0 && z==0)) jmp = 1;
			else if ( instruction[11:8] == 4'b1110) jmp = 1;
			else if ( instruction[11:8] == 4'b1111) jmp = 0;
			else jmp = 0;
			tri_sel = 5'b00000;
			register_we = 0;
			br = 0;
			memory_we = 0;
			mux_sel0 = 0;
			mux_sel1 = 0;
			shift_imm = 0;
			lui = 0;
			imm_ex_sel = 0;
   		end
	end
endmodule
File: design/flow/run.sh
#!/bin/bash
# OpenROAD 26Q1-2900-gdf79404cd8, Yosys 0.63+post, stock flow scripts
make -C /OpenROAD-flow-scripts/flow DESIGN_CONFIG=/design/flow/config.mk WORK_HOME=/design/flow/orfs finish
==> out/metrics.cfg <==
[final_timing]
relSlewSlack_pct = 77.9
fmax_mhz = 375
final_max_slew_viol_count = 0
fin_crit_sh_pct = 98.8
setup_viol = 0
fin_crit_ns = 2.67
fin_ws_ns = 0.0335
rsz0062_at_grt = yes
tightest_slew_ns = 0.332
tns_ns = 0
hold_viol = 0

[setup_path]
critical_path.startpoint = flcnz[1]
critPathArrivalTime_ns = 2.13
endpoint = jmp
critPathKind = in2out
slowest_delay_ns = 0.42
slowest_stage = clkdlybuf4s50_1
crit_path_start_kind = input pin
cp-end-kind = output port
cp_max_fo = 2
critical_path_required_ns = 2.16
crit_chain = clkdlybuf4s50_1 -> or2_2 -> a21oi_2 -> xor2_1 -> a211o_1 -> a211oi_2 -> buf_2

[finish]
final_cells = 190
n_fill_cell = 457
layout_top_cell = buf_4
regArea_um2 = 0
design.seq.count = 0
areaGrowthSynthToFinish_pct = 126
most-common-layout-cells = buf_4 (29), clkdlybuf4s50_1 (13), dlygate4sd2_1 (8), buf_2 (8), nor2_1 (6)
clockBufferCount = 0
stdcell_area_um2 = 1190
drive_gt1_share_pct = 49.3

[global_route]
grt_overflow_total = 0
grt_usage_pct = 5.67
grt_pass1_vias = 790
antenna_found_initial = 0
grt_max_degree = 13
grt_pass1_wl_um = 3690

[power]
p_leak_uw = 0.000518
power_density_nw_per_um2 = 119
ir_drop_uv = 26.2

[run_status]
status = finished, final reports clean

[yosys]
syn_area_per_cell_um2 = 6.86
yosysWarnings = 1
yosysUniqueCellTypes = 40
synthCells = 77
ys_seq_share_pct = 0
yosys_cells = 77
syn_area_um2 = 528
ys_chip_area_um2 = 528

[job]
warning_count = 38
maxCapViolCount = 0

[place]
portBuffers = 37
postPlaceCellArea_um2 = 1080
dpl.cell_count = 182
dp_hpwl_um = 1910
place_ws_ns = -0.679
gp_congestion = 0.809

[floorplan]
fp_util_pct = 12.0
die_h_um = 88
coreArea_um2 = 4410
fp.dieW_um = 88
num_rows = 24
chipArea_um2 = 7740
ios = 41

[routing]
vias_per_cell = 4.25
drt_iter0_drc = 44
via_count = 807
num_antenna_cells = 0
drtAntennaViolNets = 0
wl_per_cell_um = 12.8
drt_pass1_iterations = 4
finalWirelength_um = 2430
drc = 0

[worst_hold_path]
hold_path.class = in2out

-- layout make-up --
type	count	area [um^2]	share of cell area, %
Timing Repair Buffer	70	579	48.6
Multi-Input combinational cell	64	532	44.6
Tap cell	52	65.1	5.46
Inverter	4	15.0	1.26
-- worst min-delay path by stage --
stage	depth (start not counted)	slack, ns	start	endpoint
after CTS	5	1.65	instruction[13]	tri_sel[1]
after global routing	5	1.69	instruction[13]	tri_sel[1]
final	5	1.64	instruction[13]	tri_sel[1]
-- synthesized netlist by cell type (all sizes together), types with 2 or more instances --
master | number | share of area, %
a211oi | 2 | 2.8
a21oi | 10 | 10
and2 | 2 | 2.6
buf | 8 | 13
inv | 4 | 2.8
nand2 | 6 | 4.3
nand2b | 2 | 2.4
nand4 | 3 | 3.6
nor2 | 7 | 5.0
nor2b | 2 | 2.4
nor3 | 2 | 1.9
nor4 | 4 | 5.9
o22ai | 3 | 3.6
or3 | 2 | 3.3
-- cell families (layout without fill, tap and decap cells) --
kind of cell | after synthesis | after routing | share of synthesized area (%)
AND/OR/NAND/NOR | 37 | 37 | 42.7
AND-OR/OR-AND | 24 | 24 | 32.0
buffers and inverters | 13 | 74 | 16.6
multiplexers | 2 | 2 | 7.11
XOR/XNOR | 1 | 1 | 1.66
-- power by group --
part / leakage (uW) / switching [uW] / internal [uW] / total (uW)
registers: 0 / 0 / 0 / 0
logic: 0.000518 / 60.1 / 81.6 / 142
clock network: 0 / 0 / 0 / 0
total: 0.000518 / 60.1 / 81.6 / 142
-- layer usage --
metal / routed length, um / track usage, % / share of wire [%]
met5: 0 / 0 / 0
met4: 0 / 0.145 / 0
met3: 184 / 1.22 / 7.6
met2: 1230 / 10.6 / 51
met1: 1020 / 6.77 / 42
-- through the flow --
| step | hold WS (ns) | total power, uW | utilization [%] |
|---|---|---|---|
| finish | 1.64 | 142 | 27.0 |
| global route | 1.69 | 155 | 27.0 |
| CTS | 1.65 | 138 | 26.4 |
| detailed placement | 2.10 | 134 | 24.4 |
| global placement | 2.10 | 134 | 24.4 |
| floorplan | 1.10 | 54.0 | - |
-- repair_timing --
action	in CTS	in global routing
endpoints found under the setup margin	15	4
hold buffers	0	0
setup buffers	8	1
resized	64	17
pin swaps	12	7
-- critical path: cells and delay by family --
kind / cells / cell delay [ns]
AOI/OAI and AO/OA: 3 / 0.65
buffers and inverters: 2 / 0.54
and+or+nand+nor: 1 / 0.29
xor gates and xnor gates: 1 / 0.09
No activity file was given, so power comes from the tool's default toggle rates.
