--- ./config.mk ---
export PLATFORM = sky130hd
export DESIGN_NAME = shifter
export DESIGN_NICKNAME = shifter
export VERILOG_FILES = /design/flow/design.v
export SDC_FILE = /design/flow/constraint.sdc
export NUM_CORES = 4
export LEC_CHECK = 1
export CORE_AREA = 10 10 96 96
export DIE_AREA = 0 0 106 106
--- ./constraint.sdc ---
current_design shifter

set clk_period 3.0
set clk_io_pct 0.2

create_clock -name clk0 -period $clk_period

set non_clock_inputs [all_inputs -no_clocks]
set_input_delay [expr $clk_period * $clk_io_pct] -clock clk0 $non_clock_inputs
set_output_delay [expr $clk_period * $clk_io_pct] -clock clk0 [all_outputs]
--- ./design.v ---
`timescale 1ns / 100ps
module mux16 (
input [15:0] input1,
input [15:0] input0,
input select1,
output [15:0] output1
);
assign output1 = select1 ? input1 : input0;
endmodule
module shifter (
input	[15:0]	in,
input	[4:0]	RLamount,
input			lui,
output	[15:0]	out
);    
wire [15:0] out1,out2,out3,out4,out5,out6,out7,out8;
mux16 mux16_minus_3 (
    .input1({1'b0, in[15:1]}),
    .input0({9'b0, in[15:9]}),
    .select1(RLamount[3]),
    .output1(out1));
mux16 mux16_minus_2 (
    .input1(out1),
    .input0({4'b0, out1[15:4]}),
    .select1(RLamount[2]),
    .output1(out2));
mux16 mux16_minus_1 (
    .input1(out2),
    .input0({2'b0, out2[15:2]}),
    .select1(RLamount[1]),
    .output1(out3));
mux16 mux16_minus_0 (
    .input1(out3),
    .input0({1'b0, out3[15:1]}),
    .select1(RLamount[0]),
    .output1(out4));
mux16 mux16_plus_3 (
    .input1({in[7:0], 8'b0}),
    .input0(in),
    .select1(RLamount[3]),
    .output1(out5));
mux16 mux16_plus_2 (
    .input1({out5[11:0], 4'b0}),
    .input0(out5),
    .select1(RLamount[2]),
    .output1(out6));
mux16 mux16_plus_1 (
    .input1({out6[13:0], 2'b0}),
    .input0(out6),
    .select1(RLamount[1]),
    .output1(out7));
mux16 mux16_plus_0 (
    .input1({out7[14:0], 1'b0}),
    .input0(out7),
    .select1(RLamount[0]),
    .output1(out8));
assign out = (lui) ? {in[7:0],8'b0} : ( (RLamount[4]) ? out4 : out8 );
endmodule
--- ./run.sh ---
#!/bin/bash
# OpenROAD 26Q1-2900-gdf79404cd8, Yosys 0.63+post, stock flow scripts
make -C /OpenROAD-flow-scripts/flow DESIGN_CONFIG=/design/flow/config.mk WORK_HOME=/design/flow/orfs finish
==> metrics.yaml <==
status:
  status: "completed"
sta:
  fin_crit_ps: 2951
  worst_pin_slew_ps: 455.3
  period_used_pct: 98.38
  drv_slew: 0
  slew_headroom_pct: 69.54
  setup_violations: 0
  fin_ws_ps: 48.74
  finalHoldViolCount: 0
  hold_ws_ps: 1810
  fmax_ghz: 0.3388
min_path:
  hold_path_depth: 5
  min-delay-path-class: "in -> out"
cts:
  hold_buffers: 0
die:
  die_area_mm2: 0.01124
  num_rows: 31
  fp_util_pct: 18.83
  ios: 38
  core_mm2: 0.007214
  chipHeight_um: 106
  die_x_um: 106
layout:
  ff_count: 0
  areaGrowthSynthToFinish_pct: 96.96
  fillCellCount: 723
  fin_cells: 386
  nClkBuffers: 0
  comb_area_mm2: 0.001450
  flop_area_um2: 0
  final_layout_size_suffix_gt1_share_pct: 48.43
  final_util_pct: 37.10
route:
  wl_mm: 6.493
  ant_nets: 0
  route.detailed.drc: 0
  wl_per_cell_um: 16.82
  firstDrtPassIters: 4
  num_antenna_cells: 0
  routed-via-count: 1950
  drt_iter0_drc: 172
  via_per_inst: 5.052
critical_path:
  path_cells: "buf_6 > buf_12 > mux2i_2 > mux2i_2 > buf_4 > buf_4 > o211ai_1 > a22oi_1 > clkdlybuf4s50_1"
  worst_path_max_delay_cell: "clkdlybuf4s50_1"
  cpPeakStageDelay_ps: 420
  worst_setup_path_start_kind: "input pin"
  required_ps: 2400
  worst-path-max-fanout: 6
  critPathKind: "in -> out"
  end_kind: "primary output"
  arrival_ps: 2350
placed_design:
  dpl.cell_count: 373
  dp_hpwl_mm: 4.860
  io_buffers: 38
  pre_cts_ws_ps: -483.5
  gp_congestion: 0.9404
grt:
  grt_pass1_vias: 1936
  grt_pass1_wl_mm: 10.36
  grt_max_degree: 22
  overflow: 0
  antenna_found_initial: 0
  grt.total_usage_pct: 11.00
synth:
  synth.distinct_cells: 49
  synthCells: 190
  ys_seq_share_pct: 0
  yosysWarnings: 0
  syn_avg_cell_area_um2: 7.152
  ys_cells: 190
  ys_area_mm2: 0.001359
  syn_area_mm2: 0.001359
pwr:
  p_per_area_mw_per_mm2: 164.4
  leakage_uw: 0.001188
  ir_worst_vdd_uv: 64.49
  power.total_uw: 440.1
job:
  tool_warnings: 33
  cap_violations: 0
repair_timing:
action                                  CTS  global route
setup buffers                             9             2
pin swaps                                 9             8
gates cloned                              2             1
resized                                  63            36
endpoints found under the setup margin   16            14
per-stage QoR:
step                      setup TNS [ps]  cell area, um^2
after floorplan                        0             1359
after global placement             -6393             2295
after detailed placement           -6364             2295
after CTS                         -208.8             2517
after global routing              -21.32             2676
final                                  0             2676
power by group:
group / total [uW] / internal (uW) / switching, uW
clock network: 0 / 0 / 0
logic: 440 / 249 / 191
registers: 0 / 0 / 0
cell usage after synthesis, drive strengths merged, types with 2 or more instances:
| library cell | instances | share of area, % |
|---|---|---|
| mux2i | 21 | 16 |
| mux2 | 17 | 15 |
| nor2 | 15 | 4.1 |
| nand2 | 14 | 3.9 |
| nor2b | 11 | 5.1 |
| a21oi | 10 | 3.7 |
| buf | 10 | 5.1 |
| o21ai | 10 | 3.7 |
| nand3 | 9 | 3.3 |
| clkbuf | 8 | 2.2 |
| nand2b | 6 | 2.8 |
| o221ai | 5 | 3.2 |
| a22oi | 4 | 2.2 |
| nor3 | 4 | 1.5 |
| a221oi | 3 | 1.9 |
| a22o | 3 | 1.9 |
| and3 | 3 | 1.4 |
| inv | 3 | 0.83 |
| o211ai | 3 | 1.7 |
| a2111oi | 2 | 1.7 |
| a2bb2oi | 2 | 1.3 |
| a31oi | 2 | 0.92 |
| and3b | 2 | 1.3 |
| mux4 | 2 | 3.3 |
| nand3b | 2 | 1.1 |
| nand4 | 2 | 0.92 |
| nor4 | 2 | 0.92 |
placed cells by master, fill, tap and decap left out, types with 4 or more instances in the layout:
master           netlist  routed
dlygate4sd2_1          0      16
mux2_4                 2       9
o21ai_1                2       4
nand3_1                9       9
nor2_1                15      14
dlymetal6s2s_1         0       5
clkdlybuf4s50_1        0      11
mux2_2                15       8
mux2i_2                0       8
mux2i_1               20      10
buf_12                 0       6
nand2b_1               6       6
a21oi_1               10       7
o21ai_0                8       4
nand2_1               14      14
buf_4                  1      66
nor2b_1               11       6
nor2b_2                0       4
o221ai_1               5       5
worst max-delay path, delay by kind of cell:
family	cells	cell delay (ps)
buffers and inverters	5	970
muxes	2	530
AOI/OAI and AO/OA	2	260
final timing paths:
check	startpoint	slack, ps	endpoint
worst min-delay path	in[6]	1810	out[14]
worst max-delay path	RLamount[2]	50	out[0]
layer usage:
metal	vias up	global-route usage [%]	share of wire (%)
li1	933	-	-
met1	945	15.37	47
met2	64	17.71	46
met3	8	1.713	5.3
met4	0	1.838	1.9
met5	-	0	0
cell families after synthesis:
logic type,synth area share [%]
and+or+nand+nor,28.36
AOI/OAI and AO/OA,29.19
muxes,34.35
buffers and inverters,8.103
layout make-up:
type / count / share of cell area (%)
well taps: 99 / 4.628
multi-input cells: 169 / 54.18
inverters: 3 / 0.5610
repair buffers: 115 / 40.63
Power figures rest on the tool's default switching activity, not on a simulated workload.
