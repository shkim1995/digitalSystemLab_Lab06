<file path="design/flow/run.sh">
#!/bin/bash
# OpenROAD 26Q1-2900-gdf79404cd8, Yosys 0.63+post, stock flow scripts
make -C /OpenROAD-flow-scripts/flow DESIGN_CONFIG=/design/flow/config.mk WORK_HOME=/design/flow/orfs finish
</file>
<file path="design/flow/config.mk">
export PLATFORM = sky130hd
export DESIGN_NAME = register_file
export DESIGN_NICKNAME = register_file
export VERILOG_FILES = /design/flow/design.v
export SDC_FILE = /design/flow/constraint.sdc
export NUM_CORES = 4
export LEC_CHECK = 1
export CORE_UTILIZATION = 50
</file>
<file path="design/flow/constraint.sdc">
current_design register_file

set clk_period 2.8
set clk_io_pct 0.2

create_clock -name clk0 -period $clk_period [get_ports {CLK}]

set non_clock_inputs [all_inputs -no_clocks]
set_input_delay [expr $clk_period * $clk_io_pct] -clock clk0 $non_clock_inputs
set_output_delay [expr $clk_period * $clk_io_pct] -clock clk0 [all_outputs]
</file>
<file path="design/flow/design.v">
module register_file(addrA, addrB, data_in, CLK, RST, WR, src, dest,
	r0, r1, r2, r3, r4, r5, r6, r7);
	input [3:0] addrA, addrB; 
	input [15:0] data_in;
	input CLK, RST, WR;
	output reg [15:0] src, dest;
	output [15:0] r0, r1, r2, r3, r4, r5, r6, r7;
	reg [15:0] data[7:0];
	reg [15:0] i;
	assign r0 = data[0];
	assign r1 = data[1];
	assign r2 = data[2];
	assign r3 = data[3];
	assign r4 = data[4];
	assign r5 = data[5];
	assign r6 = data[6];
	assign r7 = data[7];
	initial begin
		src <= 16'b0;
		dest <= 16'b0;
	end
	always @(posedge CLK or negedge RST) begin
		if(!RST) begin
			for(i=0; i<8; i = i+1) data[i]<=0;
		end
		else if(WR) data[addrB[2:0]] <= data_in;
	end
	always @(*) begin
		src = data[addrA[2:0]];
 		dest = data[addrB[2:0]];
	end
endmodule
</file>
==> reports/qor.tcl <==
set qor(number_of_design_rule_violations_left_after_detail_routing) 0
set qor(initialDrtViolationCount) 361
set qor(syn-cell-area_um2) 7000
set qor(synth_top_cell_by_area) {sky130_fd_sc_hd__dfrtp_1}
set qor(nFillCells) 905
set qor(finalClockPeriodUsage_pct) 97.8
set qor(startpoint_type) {primary input}
set qor(tightestPinTransition_ns) 0.571
set qor(ys.warnings.count) 2
set qor(die_height_um) 120
set qor(synth-seq-cells) 128
set qor(route.antenna.remaining_nets) 0
set qor(p_int_w) 0.00529
set qor(total_switching_power_w) 0.00181
set qor(dr_total_vias) 5785
set qor(share_comb_of_total_power_pct) 28.8
set qor(clock-skew-final_ns) 0
set qor(cap_viol_max_count) 0
set qor(power.density_cell_area_nw_per_um2) 712
set qor(dp.final_hpwl_um) 15200
set qor(outcome) {completed}
set qor(clkLatencyLatePin_ns) 0.41
set qor(antenna_found_initial) 2
set qor(enable_flop_cells) 0
set qor(pin_count_of_the_biggest_net_entering_global_routing) 48
set qor(power.share.clock_pct) 32.9
set qor(ys_area_um2) 7000
set qor(area.growth.synth_to_final_pct) 42.3
set qor(placed_area_um2) 9320
set qor(setup_viol) 0
set qor(fp-row-count) 42
set qor(design.portCount) 187
set qor(crit_arrival_ns) 2.18
set qor(drive_gt1_share_pct) 30.9
set qor(net_switching_fraction_of_the_power_pct) 25.5
set qor(static-leakage-power_nw) 4.21
set qor(hold_viol_final) 0
set qor(drt_first_pass_iters) 4
set qor(chipWidth_um) 120
set qor(cts_htree_levels) 4
set qor(global_route.overflow_total) 0
set qor(syn_avg_cell_area_um2) 12.5
set qor(timing.setup.tns_ns) 0
set qor(endpoint_type_of_the_worst_setup_path) {output port}
set qor(cts-buffers-inserted) 17
set qor(cts_resized) 4
set qor(viasPerCell) 5.98
set qor(place_congestion) 0.944
set qor(clk_root_buffer_cell) {sky130_fd_sc_hd__clkbuf_16}
set qor(detail_route.wirelength_um) 22000
set qor(postSynth.asyncResetShare_pct) 100
set qor(grt_pass1_wl_um) 34000
set qor(hold_path_class) {in -> async}
set qor(synth.top_cell.area_share_pct) 45.7
set qor(drv_slew) 0
set qor(largestRegisters) {data (128)}
set qor(core_region_area_um2) 13500
set qor(max_flop_register) {data}
set qor(post-route-cell-area_um2) 9960
set qor(ir_worst_vdd_mv) 0.532
set qor(synth_seq_share_pct) 45.7
set qor(layout_min_cycle_time_ns) 2.74
set qor(postCtsHoldBufs) 0
set qor(track_usage_pct) 32.7
set qor(netlist_instances) 562
set qor(fmax_ghz) 0.365
set qor(seq_power_share_pct) 38.3
set qor(dominantRegCellSynth) {sky130_fd_sc_hd__dfrtp_1}
set qor(unrepaired_setup_endpoints_after_global_routing) {yes}
set qor(synth.top_cells.by_area) {sky130_fd_sc_hd__dfrtp_1 (46%), sky130_fd_sc_hd__mux2_2 (20%), sky130_fd_sc_hd__mux2i_1 (8.0%), sky130_fd_sc_hd__nor3b_1 (3.2%), sky130_fd_sc_hd__o22a_1 (2.3%)}
set qor(numPortBuffers) 184
set qor(timing.hold.ws_ns) 0.139
set qor(synth-cells-yosys) 562
set qor(relSlewSlack_pct) 62.0
set qor(worstSetupPathType) {in -> out}
set qor(largest_fanout_on_the_critical_path) 8
set qor(ys_types) 38
set qor(cp_data_required_time_ns) 2.24
set qor(cts_tree) {built}
set qor(clock_sink_count) 128
set qor(clk_pin_slew_worst_paths_ns) 0.06
set qor(cts-root-to-sink-buffers) 2
set qor(wl_per_cell_um) 22.8
set qor(flip_flop_count_of_the_largest_register_after_layout) 128
set qor(fp.dieArea_um2) 14500
set qor(first_global_vias) 5871
set qor(log.warning_count) 29
set qor(cts.repair_timing.setup_buffer_count) 0
set qor(initCoreUtil_pct) 52.0
[per-stage QoR]
step	std cells	total power (W)	worst slack [ns]	utilization [%]
floorplan	562	0.00337	0.678	-
global placement	934	0.00472	-0.237	69.3
detailed placement	934	0.00477	-0.193	69.3
CTS	966	0.00713	0.0477	74.0
global route	967	0.00745	-0.0155	74.1
finish	967	0.00710	0.0603	74.1
[area by class of cell]
class | count | area, um2 | share of cell area [%]
Tap cell | 176 | 220 | 2.21
Inverter | 2 | 7.51 | 0.0753
Sequential cell | 128 | 3200 | 32.1
Antenna cell | 1 | 2.50 | 0.0251
Clock buffer | 23 | 508 | 5.10
Multi-Input combinational cell | 385 | 3540 | 35.5
Timing Repair Buffer | 243 | 2350 | 23.6
Clock inverter | 9 | 128 | 1.28
[placed cells by master, fill, tap and decap left out, types with 4 or more instances in the layout]
master	count
sky130_fd_sc_hd__mux2_1	4
sky130_fd_sc_hd__nand2_1	6
sky130_fd_sc_hd__o22ai_1	18
sky130_fd_sc_hd__nand2b_1	15
sky130_fd_sc_hd__clkdlybuf4s50_1	177
sky130_fd_sc_hd__buf_4	53
sky130_fd_sc_hd__dfrtp_1	128
sky130_fd_sc_hd__a211oi_1	16
sky130_fd_sc_hd__o22a_1	18
sky130_fd_sc_hd__a21oi_1	14
sky130_fd_sc_hd__clkbuf_8	6
sky130_fd_sc_hd__mux2_4	10
sky130_fd_sc_hd__nor2_1	14
sky130_fd_sc_hd__nor3b_1	30
sky130_fd_sc_hd__mux2i_1	56
sky130_fd_sc_hd__a22oi_1	12
sky130_fd_sc_hd__mux2_2	126
sky130_fd_sc_hd__a31oi_1	12
sky130_fd_sc_hd__a32oi_1	12
sky130_fd_sc_hd__clkbuf_16	17
sky130_fd_sc_hd__buf_12	7
[per-layer routing]
layer  track usage [%]  share of wire, %  up-vias  wire length, um
met1              48.9                42     2921             9330
met3              12.3               9.9       32             2170
li1                  -                 -     2578                -
met4              6.56               1.9        0              424
met2              47.8                46      254            10100
met5                 0                 0        -                0
[cells in the mapped netlist, types with 2 or more instances]
cell and count:
sky130_fd_sc_hd__a31oi_1 12, sky130_fd_sc_hd__a221oi_1 2, sky130_fd_sc_hd__mux2_2 126, sky130_fd_sc_hd__mux2_1 4, sky130_fd_sc_hd__a22oi_1 12, sky130_fd_sc_hd__nand2_1 6, sky130_fd_sc_hd__o22ai_1 18, sky130_fd_sc_hd__nor3b_1 30
sky130_fd_sc_hd__clkbuf_1 19, sky130_fd_sc_hd__a211o_1 2, sky130_fd_sc_hd__inv_1 2, sky130_fd_sc_hd__mux2_4 10, sky130_fd_sc_hd__nand2b_1 15, sky130_fd_sc_hd__or2_1 2, sky130_fd_sc_hd__buf_4 6, sky130_fd_sc_hd__nor2_1 16
sky130_fd_sc_hd__o22a_1 18, sky130_fd_sc_hd__mux4_2 2, sky130_fd_sc_hd__mux2i_1 56, sky130_fd_sc_hd__or3_1 2, sky130_fd_sc_hd__a211oi_1 16, sky130_fd_sc_hd__dfrtp_1 128, sky130_fd_sc_hd__a32oi_1 12, sky130_fd_sc_hd__a21oi_1 14
sky130_fd_sc_hd__buf_6 4, sky130_fd_sc_hd__buf_2 16
[path summary, 6_finish.rpt]
kind                              from  cells past startpoint  slack (ns)     endpoint
max                           addrA[2]                      6        0.06       src[1]
min                                RST                      1        0.14  data[3][15]
max reg2reg                data[5][14]                      1        1.95  data[5][14]
min reg2reg                 data[7][2]                      1        0.56   data[7][2]
max in group asynchronous          RST                      2        1.93   data[3][8]
min in group clk0           data[7][2]                      1        0.56   data[7][2]
[cell families after synthesis]
logic type	synth area share, %
DFF	45.7
and+or+nand+nor	7.72
muxes	31.7
AOI/OAI and AO/OA	10.9
buffers and inverters	3.90
[worst max-delay path: stages]
cell and delay [ns]:
sky130_fd_sc_hd__dlygate4sd2_1 0.38, sky130_fd_sc_hd__and2_1 0.23, sky130_fd_sc_hd__buf_4 0.17, sky130_fd_sc_hd__a32oi_1 0.06, sky130_fd_sc_hd__a31oi_1 0.24, sky130_fd_sc_hd__clkdlybuf4s50_1 0.53
[power groups by stage]
stage	Combinational, W	Clock (W)	Sequential [W]
4_1_cts	0.00206	0.00236	0.00271
5_1_grt	0.00221	0.00245	0.00279
6_report	0.00204	0.00234	0.00272
No activity file was given, so power comes from the tool's default toggle rates.
